==> flow/design.v <==
module maxv_5m570z_start_golden_top(
  input CLK_SE_AR,
  input USER_PB0, USER_PB1,
  input CAP_PB_1,
  output USER_LED0,
  output USER_LED1,
  inout [36:1] AGPIO,
  input [36:7] BGPIO,
  input BGPIO_P_1, BGPIO_N_1,
  input BGPIO_P_2, BGPIO_N_2,
  input BGPIO_P_3, BGPIO_N_3,
  input MOTOR_1_FB_A, MOTOR_1_FB_B, MOTOR_1_CTRL,
  input [5:0] MAX_MOTOR_1, 
  input MOTOR_2_FB_A, MOTOR_2_FB_B, MOTOR_2_CTRL,
  input [5:0] MAX_MOTOR_2, 
  input [7:0] MAX_SPK, 
  input I2C_PROM_SCL, I2C_PROM_SDA, 
  input SPI_MOSI, SPI_SCK, SPI_CSN, SPI_MISO
);
reg [1:0] serial_i_buffer = 2'b00;
reg [1:0] reset_i_buffer = 2'b00;
wire clock_i;
wire serial_i_external;
wire serial_i;
wire reset_i;
wire reset_button;
wire serial_o;
wire write_busy_o;
Loopback #(
  .CLOCK_DIVIDER_WIDTH(7)
)
loopback (
  .reset_i(reset_i),
  .clock_i(clock_i),
  .serial_i(serial_i),
  .serial_o(serial_o),
  .write_busy_o(write_busy_o),
  .clock_divider_i(7'd87),
  .two_stop_bits_i(1'b0),
  .parity_bit_i(1'b0),
  .parity_even_i(1'b0)
);
assign clock_i = CLK_SE_AR;
assign serial_i = serial_i_buffer[1];
assign serial_i_external = AGPIO[2];
assign AGPIO[1] = serial_o;
assign reset_i = reset_i_buffer[1];
assign reset_button = ~USER_PB0;
assign USER_LED0 = ~write_busy_o;
assign USER_LED1 = 1'b1;
always @ (posedge clock_i) begin
  reset_i_buffer[0] <= reset_button;
  reset_i_buffer[1] <= reset_i_buffer[0];
  serial_i_buffer[0] <= serial_i_external;
  serial_i_buffer[1] <= serial_i_buffer[0];
end
endmodule
module Loopback #(
  parameter CLOCK_DIVIDER_WIDTH = 16
) (
  input reset_i,
  input clock_i,
  input [CLOCK_DIVIDER_WIDTH - 1:0] clock_divider_i,
  input serial_i,
  input two_stop_bits_i,
  input parity_bit_i,
  input parity_even_i,
  output serial_o,
  output write_busy_o
);
wire [7:0] data;
wire read_ready_o;
wire write_i;
wire ack_i;
Uart #(
  .CLOCK_DIVIDER_WIDTH(CLOCK_DIVIDER_WIDTH)
)
uart (
  .reset_i(reset_i),
  .clock_i(clock_i),
  .clock_divider_i(clock_divider_i),
  .write_i(write_i),
  .ack_i(ack_i),
  .two_stop_bits_i(two_stop_bits_i),
  .parity_bit_i(parity_bit_i),
  .parity_even_i(parity_even_i),
  .data_i(data),
  .data_o(data),
  .serial_i(serial_i),
  .serial_o(serial_o),
  .write_busy_o(write_busy_o),
  .read_ready_o(read_ready_o)
);
assign write_i = read_ready_o & !write_busy_o;
assign ack_i = write_busy_o;
endmodule
module Uart #(
  parameter CLOCK_DIVIDER_WIDTH = 16
) (
  input reset_i,
  input clock_i,
  input [CLOCK_DIVIDER_WIDTH - 1:0] clock_divider_i,
  input serial_i,
  output serial_o,
  input [7:0] data_i,
  output [7:0] data_o,
  input write_i,
  output write_busy_o,
  output read_ready_o,
  input ack_i,
  input two_stop_bits_i,
  input parity_bit_i,
  input parity_even_i
);
UartTx #(
  .CLOCK_DIVIDER_WIDTH(CLOCK_DIVIDER_WIDTH)
)
uart_tx (
  .reset_i(reset_i),
  .clock_i(clock_i),
  .write_i(write_i),
  .two_stop_bits_i(two_stop_bits_i),
  .parity_bit_i(parity_bit_i),
  .parity_even_i(parity_even_i),
  .clock_divider_i(clock_divider_i),
  .data_i(data_i),
  .busy_o(write_busy_o),
  .serial_o(serial_o)
);
UartRx #(
  .CLOCK_DIVIDER_WIDTH(CLOCK_DIVIDER_WIDTH)
)
uart_rx (
  .reset_i(reset_i),
  .clock_i(clock_i),
  .ack_i(ack_i),
  .parity_bit_i(parity_bit_i),
  .parity_even_i(parity_even_i),
  .serial_i(serial_i),
  .clock_divider_i(clock_divider_i),
  .data_o(data_o),
  .ready_o(read_ready_o)
);
endmodule
module UartRx #(
  parameter CLOCK_DIVIDER_WIDTH = 16
) (
  input reset_i,
  input clock_i,
  input [CLOCK_DIVIDER_WIDTH - 1:0] clock_divider_i,
  input serial_i,
  output reg [7:0] data_o = 8'h00,
  output reg ready_o = 1'b0,
  input ack_i,
  input parity_bit_i,
  input parity_even_i
);
localparam STATE_IDLE = 0;
localparam STATE_RECEIVE_PACKET = 1;
localparam STATE_VALIDATE_PACKET = 2;
localparam START_BIT_NUM = 6'd0;
localparam PARITY_BIT_NUM = 4'd9;
reg [1:0] state = STATE_IDLE;
reg [CLOCK_DIVIDER_WIDTH - 1:0] bit_timer = 0;
reg [5:0] select_packet_bit = 0;
reg parity_bit = 1'b0;
reg parity_even = 1'b0;
reg ack_has_triggered = 1'b0;
reg [11:0] packet = 12'h000;
wire [CLOCK_DIVIDER_WIDTH - 1:0] bit_timer_start_value = clock_divider_i - 1'd1;
wire [CLOCK_DIVIDER_WIDTH - 1:0] sample_position = clock_divider_i / 2'd2;
wire [3:0] total_bits_to_receive = 4'd10 + parity_bit;
wire start_bit_valid = packet[0] == 1'b0;
wire [3:0] stop_bit_offset = parity_bit ? PARITY_BIT_NUM + 1'd1 : PARITY_BIT_NUM;
wire stop_bit_valid = packet[stop_bit_offset] == 1'b1;
wire even_parity_value =
  1'h01 & (
    packet[8] +
    packet[7] +
    packet[6] +
    packet[5] +
    packet[4] +
    packet[3] +
    packet[2] +
    packet[1]
  );
wire even_parity_valid = packet[PARITY_BIT_NUM] == even_parity_value;
wire odd_parity_valid = packet[PARITY_BIT_NUM] == ~even_parity_value;
wire parity_valid = parity_bit
  ? (parity_even ? even_parity_valid : odd_parity_valid)
  : 1'b1;
wire packet_valid =
  start_bit_valid &&
  parity_valid &&
  stop_bit_valid;
always @ (posedge reset_i, posedge clock_i) begin
  if (reset_i) begin
    state <= STATE_IDLE;
    data_o <= 8'h00;
    ready_o <= 1'b0;
    bit_timer <= 0;
    select_packet_bit <= 0;
    packet <= 12'h000;
    parity_bit <= 1'b0;
    parity_even <= 1'b0;
    ack_has_triggered <= 1'b0;
  end
  else begin
    if (!ack_i)
      ack_has_triggered <= 1'b0;
    if (ack_i && !ack_has_triggered) begin
      ready_o <= 1'b0;
      ack_has_triggered <= 1'b1;
    end
    case (state)
      STATE_IDLE:
        begin
          bit_timer <= bit_timer_start_value;
          select_packet_bit <= 0;
          if (!serial_i && clock_divider_i >= 2'd2) begin
            packet <= 12'h000;
            parity_bit <= parity_bit_i;
            parity_even <= parity_even_i;
            state <= STATE_RECEIVE_PACKET;
          end
        end
      STATE_RECEIVE_PACKET:
        begin
          if (bit_timer == sample_position) begin
            packet[select_packet_bit] <= serial_i;
            select_packet_bit <= select_packet_bit + 1'd1;
            if (select_packet_bit == START_BIT_NUM && serial_i == 1'b1)
              state <= STATE_IDLE;
            else if (select_packet_bit >= total_bits_to_receive - 1'd1)
              state <= STATE_VALIDATE_PACKET;
          end
          if (bit_timer != 0)
            bit_timer <= bit_timer - 1'd1;
          else
            bit_timer <= bit_timer_start_value;
        end
      STATE_VALIDATE_PACKET:
        begin
          if (packet_valid && !ready_o) begin
            data_o <= packet[8:1];
            ready_o <= 1'b1;
          end
          state <= STATE_IDLE;
        end
      default:
        state <= STATE_IDLE;
    endcase
  end
end
endmodule
module UartTx #(
  parameter CLOCK_DIVIDER_WIDTH = 16
) (
  input reset_i,
  input clock_i,
  input [CLOCK_DIVIDER_WIDTH - 1:0] clock_divider_i,
  output reg serial_o = 1'b1,
  input [7:0] data_i,
  input write_i,
  output busy_o,
  input two_stop_bits_i,
  input parity_bit_i,
  input parity_even_i
);
localparam STATE_POST_RESET = 0;
localparam STATE_IDLE = 1;
localparam STATE_SEND_PACKET = 2;
reg [1:0] state = STATE_POST_RESET;
reg [CLOCK_DIVIDER_WIDTH - 1:0] bit_timer = 0;
reg [3:0] select_packet_bit = 0;
reg [7:0] data = 8'h00;
reg two_stop_bits = 1'b0;
reg parity_bit = 1'b0;
reg parity_even = 1'b0;
reg write_has_triggered = 1'b0;
wire [11:0] packet;
wire [CLOCK_DIVIDER_WIDTH - 1:0] clock_divider;
wire [CLOCK_DIVIDER_WIDTH - 1:0] bit_timer_start_value;
wire [3:0] total_bits_to_send = 4'd10 + two_stop_bits + parity_bit;
wire even_parity_value =
  1'h01 & (
    packet[8] +
    packet[7] +
    packet[6] +
    packet[5] +
    packet[4] +
    packet[3] +
    packet[2] +
    packet[1]
  );
assign busy_o = (state == STATE_IDLE && !reset_i) ? 1'b0 : 1'b1;
assign clock_divider = (clock_divider_i > 0) ? clock_divider_i - 1'd1 : 1'd0;
assign bit_timer_start_value = clock_divider;
assign packet[0] = 1'b0;  
assign packet[8:1] = data;
assign packet[9] = parity_bit
  ? (parity_even ? even_parity_value : ~even_parity_value)  
  : 1'b1;  
assign packet[11:10] = 2'b11;  
always @ (posedge reset_i, posedge clock_i) begin
  if (reset_i) begin
    state <= STATE_POST_RESET;
    serial_o <= 1'b1;
    bit_timer <= bit_timer_start_value;
    select_packet_bit <= 0;
    data <= 8'h00;
    two_stop_bits <= 1'b0;
    parity_bit <= 1'b0;
    parity_even <= 1'b0;
    write_has_triggered <= 1'b0;
  end
  else begin
    if (!write_i)
      write_has_triggered <= 1'b0;
    case (state)
      STATE_POST_RESET:
        if (bit_timer != 0) begin
          bit_timer <= bit_timer - 1'd1;
        end
        else if (select_packet_bit < 4'd12) begin
          bit_timer <= bit_timer_start_value;
          select_packet_bit <= select_packet_bit + 1'd1;
        end
        else begin
          state <= STATE_IDLE;
        end
      STATE_IDLE:
        begin
          serial_o <= 1'b1;
          bit_timer <= bit_timer_start_value;
          select_packet_bit <= 0;
          if (write_i && !write_has_triggered) begin
            data <= data_i;
            two_stop_bits <= two_stop_bits_i;
            parity_bit <= parity_bit_i;
            parity_even <= parity_even_i;
            write_has_triggered <= 1'b1;
            state <= STATE_SEND_PACKET;
          end
        end
      STATE_SEND_PACKET:
        if (select_packet_bit < total_bits_to_send) begin
          serial_o <= packet[select_packet_bit];
          if (bit_timer != 0) begin
            bit_timer <= bit_timer - 1'd1;
          end
          else begin
            bit_timer <= bit_timer_start_value;
            select_packet_bit <= select_packet_bit + 1'd1;
          end
        end
        else begin
          state <= STATE_IDLE;
        end
      default:
        state <= STATE_IDLE;
    endcase
  end
end
endmodule
==> flow/run.sh <==
#!/bin/bash
# OpenROAD 26Q1-2900-gdf79404cd8, Yosys 0.63+post, stock flow scripts
make -C /OpenROAD-flow-scripts/flow DESIGN_CONFIG=/design/flow/config.mk WORK_HOME=/design/flow/orfs finish
==> flow/config.mk <==
export PLATFORM = sky130hd
export DESIGN_NAME = maxv_5m570z_start_golden_top
export DESIGN_NICKNAME = maxv_5m570z_start_golden_top
export VERILOG_FILES = /design/flow/design.v
export SDC_FILE = /design/flow/constraint.sdc
export NUM_CORES = 4
export LEC_CHECK = 1
export CORE_UTILIZATION = 30
==> flow/constraint.sdc <==
current_design maxv_5m570z_start_golden_top

set clk_period 2.6
set clk_io_pct 0.2

create_clock -name clk0 -period $clk_period [get_ports {CLK_SE_AR}]

set non_clock_inputs [all_inputs -no_clocks]
set_input_delay [expr $clk_period * $clk_io_pct] -clock clk0 $non_clock_inputs
set_output_delay [expr $clk_period * $clk_io_pct] -clock clk0 [all_outputs]
==> metrics.yaml <==
hpwlAfterDp_um: 4420
ys.flops: 62
postCtsHoldBufs: 0
fp_util_pct: 31.3
core.rowCount: 37
edf_count: 0
status: "did not finish"
stop_stage: "clock tree synthesis (4_1_cts)"
post_cts_buffers: 0
top_area_cell: "dfrtp_1"
cts_made_buffers: 9
portBuffers: 2
syn_area_per_cell_um2: 9.99
synth_chip_area_um2: 3280
ios: 110
place.gp.congestion: 0.829
yosysTopAreaCellShare_pct: 40.5
cts_num_sinks: 62
synth_cells: 328
cts-htree-levels: 3
async_reset_ff_share_pct: 93.5
untimed_endpoints: 35
die_h_um: 106
yosys_warnings: 4
error_line: "[error] [KeplerFormal.cpp:679] Workflow failed: Iso has multiple drivers: .AGPIO1, AGPIO[1]$_DFFE_PP1P_.Q0"
synth_cell_type_count: 61
postSynthSeqShare_pct: 46.9
top_cells_by_area: "dfrtp_1 40%, ha_1 4.2%, mux2_2 4.1%"
ctsResizeCount: 3
ff_type: "dfrtp_1"
die_w_um: 106
clockBufferDepth: 2
yosys_cells: 328
clockRootBuffer: "clkbuf_8"
syn_area_um2: 3280
==> metrics by stage <==
stage                     instance area, um2  setup WS (ns)  instances  total power [uW]  setup TNS (ns)
after detailed placement                3560        -0.0326        465              1450         -0.0503
after global placement                  3560        -0.0254        465              1440         -0.0331
after floorplan                         3330       -0.00269        328              1360        -0.00269
==> Yosys cell counts (4+ instances only) <==
cell type  number
a211oi_1        4
clkbuf_1       10
nor2b_1         7
o21ai_1         5
nand2_1        25
ha_1           11
and2_1          4
or3_1          10
a31oi_1         5
buf_2           4
inv_1          17
nor3_1          4
dfstp_2         5
nand2b_1        5
dfrtp_1        53
mux2_2         12
nor2_1         23
nand3_1         6
dfxtp_1         4
o31ai_1         6
a21oi_1        16
mux2_1          4
o21ai_0        16
xnor2_1         7
nor3b_1         4
o211ai_1        8
==> cells by family after synthesis <==
group,synth area share (%)
DFF,46.9
xor gates and xnor gates,2.37
buffers and inverters,4.16
AOI/OAI and AO/OA,16.5
muxes,6.80
and+or+nand+nor,18.9
other,0.114
adders and majority gates,4.20
Power and IR drop assume default switching activity.
